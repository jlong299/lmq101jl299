==> flow/run.sh <==
#!/bin/bash
# OpenROAD 26Q1-2900-gdf79404cd8, Yosys 0.63+post, stock flow scripts
make -C /OpenROAD-flow-scripts/flow DESIGN_CONFIG=/design/flow/config.mk WORK_HOME=/design/flow/orfs finish
==> flow/config.mk <==
export PLATFORM = sky130hd
export DESIGN_NAME = CL2st_preAFU
export DESIGN_NICKNAME = CL2st_preAFU
export VERILOG_FILES = /design/flow/design.v
export SDC_FILE = /design/flow/constraint.sdc
export NUM_CORES = 4
export LEC_CHECK = 1
export CORE_AREA = 10 10 314 314
export DIE_AREA = 0 0 324 324
==> flow/constraint.sdc <==
current_design CL2st_preAFU

set clk_period 31.0
set clk_io_pct 0.2

create_clock -name clk0 -period $clk_period [get_ports {clk}]

set non_clock_inputs [all_inputs -no_clocks]
set_input_delay [expr $clk_period * $clk_io_pct] -clock clk0 $non_clock_inputs
set_output_delay [expr $clk_period * $clk_io_pct] -clock clk0 [all_outputs]
==> flow/design.v <==
module CL2st_preAFU #(parameter   
		CL =512,   
		CL_HEAD =16,   
		CL_PAYLOAD =496,  
		ST =12,  
		w_len_CLHead =10  
	)
	(
	input 					rst_n_sync,   
	input 					clk,    
	input					ff_rd_ready, 	 
	output reg				ff_rdreq, 		 
	input	 [CL-1:0] 		ff_q,  			 
	output reg				ff_rd_finish,    
	input 					source_ready,
	output [ST-1 : 0]		source_data,
	output reg 				source_valid,
	output reg 				source_sop,
	output reg 				source_eop
	);
reg [1:0] 	fsm, fsm_r, fsm_rr;
reg [CL-1:0] 	ff_q_r;
reg [3:0] 	cnt_fsm_s3;
reg 		ff_rdreq_r;
reg [w_len_CLHead-1 : 0] 	NumOfST_remain;
always@(posedge clk)
begin
if (!rst_n_sync)
begin
	fsm <= 0;
end
else
begin
	case (fsm)
	2'd0:  
	begin
		if (ff_rd_ready)
			fsm <= 2'd1;
		else
			fsm <= 2'd0;
	end
	2'd1:  
	begin
		if (source_ready)
			fsm <= 2'd2;
		else
			fsm <= 2'd1;
	end
	2'd2:  
	begin
		if (source_eop)
			fsm <= 2'd3;
		else
			fsm <= 2'd2;
	end
	2'd3:  
	begin
		if (cnt_fsm_s3 == 4'd15)
			fsm <= 2'd0;
		else
			fsm <= 2'd3;
	end
	default: 
	begin
		fsm <= 2'd0;
	end
	endcase
end
end
always@(posedge clk)
begin
	if (!rst_n_sync)
		cnt_fsm_s3 <= 0;
	else
		if (fsm == 2'd3)
			cnt_fsm_s3 <= (cnt_fsm_s3==4'd15) ? 4'd0 : cnt_fsm_s3 + 4'd1;
		else
			cnt_fsm_s3 <= 0;
end
always@(posedge clk)
begin
	if (!rst_n_sync)
	begin
		fsm_r <= 0;
		fsm_rr <= 0;
		ff_rdreq_r <= 0;
	end
	else
	begin
		fsm_r <= fsm;
		fsm_rr <= fsm_r;
		ff_rdreq_r <= ff_rdreq;
	end
end
always@(*)
begin
	if (fsm != 2'd2)
		ff_rdreq = 1'b0;
	else if (fsm_r==2'd1)   
		ff_rdreq = 1'b1;
	else if (ff_q[CL-1-5]==1'b1)  
		ff_rdreq = 1'b0;
	else if (ff_q[CL-CL_HEAD+w_len_CLHead-1 : CL-CL_HEAD] == 1'd1 || NumOfST_remain == 1'd1)  
		ff_rdreq = 1'b1;
	else
		ff_rdreq = 1'b0;
end
assign source_data = ff_q_r[ST-1 : 0];
always@(posedge clk)
begin
	if (!rst_n_sync)
	begin
		NumOfST_remain <= 0;
		ff_q_r <= 0;
		source_sop <= 0;
		source_eop <= 0;
		source_valid <= 0;
		ff_rd_finish <= 0;
	end
	else
	begin
		if (ff_rdreq_r)
			NumOfST_remain <= ff_q[CL-CL_HEAD+w_len_CLHead-1 : CL-CL_HEAD] - 1'd1;
		else
			NumOfST_remain <= NumOfST_remain - 1'd1;
		if (ff_rdreq_r)
			ff_q_r <= ff_q;
		else
			ff_q_r <= {{ST{1'b0}}, ff_q_r[CL_PAYLOAD-1 : ST]};
		source_sop <= (fsm_r==2'd2 && fsm_rr==2'd1) ? 1'b1 : 1'b0;
		if (fsm==2'd2 && ff_q[CL-1-5]==1'b1 && fsm_r==2'd2)
			if ((ff_q[CL-CL_HEAD+w_len_CLHead-1 : CL-CL_HEAD] == 1'd1 || NumOfST_remain == 1'd1) & (!source_eop))
				source_eop <= 1'b1;
			else
				source_eop <= 1'b0;
		else
			source_eop <= 1'b0;
		if (fsm_r==2'd2 && fsm_rr==2'd1)
			source_valid <= 1'b1;
		else if (source_eop)
			source_valid <= 1'b0;
		else
			source_valid <= source_valid;
		ff_rd_finish <= source_eop;
	end
end
endmodule
==> results.toml <==
# flow metrics
[final_layout]
finalNonFillerCells = 3467
synthToLayoutAreaGrowth_pct = 45.8
final_cell_area_mm2 = 0.0269
drive_above_1_share = 0.0565

[setup_path]
path_max_fanout = 4
cp.required_ps = 24800
critPathLaunchType = "input port"
max_stage_delay_ps = 480
critPathKind = "in -> out"
end_kind = "output port"
cpLargestDelayFamily = "buffers and inverters"
crit_slowest_cell = "clkdlybuf4s50_1"
worstPathArrival_ps = 8110
crit_buf_inv = 2
cpMostUsedCell = "clkdlybuf4s50_1"
crit_chain = "clkdlybuf4s50_1 -> nor3_1 -> and4b_1 -> o21bai_1 -> a21oi_1 -> clkdlybuf4s50_1"

[clock_tree]
postCtsHoldBufs = 0
cts_sinks = 521
ctsResizeCount = 0
cts_tree = "done"
cts_buffer_depth = 3
cts_root_buf = "clkbuf_16"
numCtsBuffers = 60
htreeDepth = 2
postCtsSetupBuffers = 0
clkTransAtPathRegs_ps = 60
clk_latency_ps = 630

[global_route]
grtUsageMet2 = 0.174
met1_usage = 0.140
grt_pass1_vias = 13200
gr-max-usage-layer = "met2"
antenna_found_initial = 42
grt_pass1_wl_um = 87100
grt_use_total = 0.114
grt_max_degree = 100
grt_overflow = 0
grtUsageMet3 = 0.0702

[synthesis]
yosysTopAreaCellShare = 0.565
top_area_cell = "dfxtp_1"
top_cell = "dfxtp_1"
syn_area_per_cell_um2 = 10.6
ys_seq_frac = 0.565
edf_count = 0
netlist_area_mm2 = 0.0185
syn-instance-count = 1735
ys_cells = 1735
synthDistinctLibCells = 39
synthTopCellsByCount = "dfxtp_1 (521), nor2_1 (499), mux2i_1 (484)"
async_reset_ff_frac = 0
synth_chip_area_mm2 = 0.0185
yosysWarnings = 1
yosys-top-cells-area = "dfxtp_1 (57%), mux2i_1 (26%), nor2_1 (10%)"
flop_cell = "dfxtp_1"
ys_ff = 521

[placement]
dpl-instance-area_mm2 = 0.0248
hpwl_um = 46500
gp_congestion = 0.856
portBuffers = 527
dp_cells = 3339
place_ws_ps = 16710

[final_timing]
fin_crit_sh = 0.462
min_period_ps = 14310
finalHoldViolCount = 0
finalSetupTns_ps = 0
setup_viol = 0
slew_violations = 0
max_slew.worst_pin.slew_ps = 825
max_freq_mhz = 69.9
rsz0062_at_grt = "false"
finClkSkew_ps = 19.0
slew_headroom = 0.450
layout_setup_ws_ps = 16690

[die]
fp_util = 0.201
io_pins = 533
num_rows = 111
core_mm2 = 0.0917
die_w_um = 324
die_y_um = 324
dieArea_mm2 = 0.105

[outcome]
status = "complete, no violations"

[route]
drc = 0
vias_per_cell = 3.84
dr.pass1.iters = 4
drt_wl_total_um = 61700
vias = 13300
wl_per_cell_um = 17.8
ant_nets = 0
drt_iter0_drc = 620

[power_and_ir_drop]
max-vdd-ir-drop_mv = 0.0463
powerDensity_mw_per_mm2 = 56.4
p_total_w = 0.00152
leakage_nw = 9.16

[min_path]
min_path_type = "reg -> reg"

[flow_run]
drv_cap = 0
tool_warnings = 32
## per-stage QoR
| step | hold WS, ps | util |
|---|---|---|
| after floorplan | 387 | - |
| after global placement | 395 | 0.271 |
| after detailed placement | 407 | 0.271 |
| after CTS | 418 | 0.293 |
| after global routing | 429 | 0.293 |
| final | 414 | 0.293 |
## cell families (layout without fill, tap and decap cells)
logic type,after synthesis,after routing,synth area share
multiplexers,485,485,0.264
buffers and inverters,136,667,0.0332
XOR/XNOR,15,15,0.00712
flip-flops,521,521,0.565
other,0,15,0
AND-OR/OR-AND,20,20,0.00786
adder cells (fa/ha/maj),5,5,0.00339
AND/OR/NAND/NOR,553,553,0.120
## flip-flops by register name, summed over array words and instances, names as in the netlist
register / count
fsm_rr: 2
source_data: 12
source_eop: 1
fsm_r: 2
source_sop: 1
ff_rdreq_r: 1
NumOfST_remain: 10
fsm: 2
ff_rd_finish: 1
ff_q_r: 484
cnt_fsm_s3: 4
source_valid: 1
## path summary, 6_finish.rpt
check	startpoint	to	slack [ps]	cells past startpoint
hold reg to reg	fsm_rr[1]$_SDFF_PN0_	source_sop$_SDFF_PN0_	410	1
setup reg to reg	ff_rdreq_r$_SDFF_PN0_	ff_q_r[300]$_SDFF_PN0_	27380	5
hold / removal	fsm_rr[1]$_SDFF_PN0_	source_sop$_SDFF_PN0_	410	1
setup / recovery	ff_q[499]	ff_rdreq	16690	6
## metal layers
metal  part of all wire  wire length, um
met1               0.40            24600
met2               0.43            26700
met4              0.020             1240
met3               0.14             8720
met5             0.0060              371
## worst reg2reg max path: stages, from the launching register on
cell     delay, ps
dfxtp_4        770
buf_4          730
buf_4          760
buf_4          730
mux2i_1        420
nor2_1          70
## report_power, final
| group | internal (W) | switching [W] |
|---|---|---|
| sequential | 0.000677 | 0.00000551 |
| combinational | 0.0000720 | 0.0000356 |
| clock | 0.000437 | 0.000290 |
## cell type report
class / count / area (um^2)
clock inverter: 26 / 262
sequential: 521 / 10400
inverter: 9 / 41.3
tap: 1186 / 1480
antenna: 15 / 37.5
multi-input combinational: 1078 / 7410
timing repair buffer: 545 / 5420
fill: 9483 / 64800
clock buffer: 87 / 1810
## placed cells by master, fill, tap and decap left out, types with 3 or more instances in the layout
cell type,instances
o22ai_1,3
a211oi_1,5
bufinv_16,4
diode_2,15
and2_1,4
clkbuf_1,9
mux2i_1,484
nand3_1,7
buf_4,17
clkinv_2,16
dfxtp_1,520
a21oi_1,3
and3_1,12
clkbuf_16,62
nor3_1,5
ha_1,5
clkbuf_8,16
xor2_1,9
nand2b_1,3
nor4_1,5
xnor2_1,6
clkdlybuf4s50_1,527
inv_1,8
nand2_1,6
nor2_1,499
