## design/flow/run.sh

```bash
#!/bin/bash
# OpenROAD 26Q1-2900-gdf79404cd8, Yosys 0.63+post, stock flow scripts
make -C /OpenROAD-flow-scripts/flow DESIGN_CONFIG=/design/flow/config.mk WORK_HOME=/design/flow/orfs finish
```

## design/flow/config.mk

```make
export PLATFORM = sky130hd
export DESIGN_NAME = st2bus
export DESIGN_NICKNAME = st2bus
export VERILOG_FILES = /design/flow/design.v
export SDC_FILE = /design/flow/constraint.sdc
export NUM_CORES = 4
export LEC_CHECK = 1
export CORE_UTILIZATION = 30
```

## design/flow/constraint.sdc

```tcl
current_design st2bus

set clk_period 123.1
set clk_io_pct 0.2

create_clock -name clk0 -period $clk_period [get_ports {clk_bus}]
create_clock -name clk1 -period $clk_period [get_ports {clk_st}]

set non_clock_inputs [all_inputs -no_clocks]
set_input_delay [expr $clk_period * $clk_io_pct] -clock clk0 $non_clock_inputs
set_output_delay [expr $clk_period * $clk_io_pct] -clock clk0 [all_outputs]
```

## design/flow/design.v

```verilog
module st2bus #(parameter
		BUS=534,
		ST_PER_BUS=512,
		NUM_ST_PER_BUS=64,  
		ST_PER_TURBO_PKT=128,    
		NUM_BUS_PER_TURBO_PKT=2,  
		ST=8, 
		FROM_BUS2ST_NUM_BUS=25    
	)
	(
	input rst_n,  
	input clk_st,   
	input [ST-1:0] 			st_data,
	input					st_valid,
	input					st_sop,
	input					st_eop,
	output 	reg			st_ready,
	input 					clk_bus,    
	input 					bus_ready,
	output 	reg [ST_PER_BUS-1:0] 	bus_data,
	output	reg				bus_en
	);
logic bus_out_finish_clk_st, bus_out_finish_r1, bus_out_finish_r0,bus_out_finish;
always@(posedge clk_st)
begin
	bus_out_finish_clk_st <= bus_out_finish_r1;
	bus_out_finish_r1 <= bus_out_finish_r0;
	bus_out_finish_r0 <= bus_out_finish;
end
logic rst_n_st_r0, rst_n_st_r1, rst_n_st;
always@(posedge clk_st)
begin
	rst_n_st <= rst_n_st_r1;
	rst_n_st_r1 <= rst_n_st_r0;
	rst_n_st_r0 <= rst_n;
end
reg  [1:0]		st_fsm;
reg  [7:0]			cnt_st_valid;
reg  [ST_PER_BUS-1 : 0] 	bus_reg0, bus_reg1;
reg 			st_in_finish;
always@(posedge clk_st)
begin
	if (!rst_n_st)
	begin
		st_fsm <= 0;
		cnt_st_valid <= 0;
		st_ready <= 0;
		bus_reg0 <= 0;
		bus_reg1 <= 0;
		st_in_finish <= 0;
	end
	else
	begin
		case(st_fsm)   
		2'h0:   
		begin 
			if (st_valid)
			begin
				cnt_st_valid <= (cnt_st_valid == NUM_ST_PER_BUS-1) ? 8'd0 : (cnt_st_valid + 8'd1);
				bus_reg0[ST_PER_BUS-1 : ST_PER_BUS-ST] <= st_data;
				bus_reg0[ST_PER_BUS-ST-1 : 0] <= bus_reg0[ST_PER_BUS-1 : ST];
				if (cnt_st_valid == NUM_ST_PER_BUS-1)
					st_fsm <= 2'h1;
			end
			st_ready <= 1'b1;
			st_in_finish <= 0;
		end
		2'h1:   
		begin 
			if (st_valid)
			begin
				cnt_st_valid <= (cnt_st_valid == NUM_ST_PER_BUS-1) ? 8'd0 : (cnt_st_valid + 8'd1);
				bus_reg1[ST_PER_BUS-1 : ST_PER_BUS-ST] <= st_data;
				bus_reg1[ST_PER_BUS-ST-1 : 0] <= bus_reg1[ST_PER_BUS-1 : ST];
				if (cnt_st_valid == NUM_ST_PER_BUS-1)
				begin
					st_fsm <= 2'h2;
					st_in_finish <= 1'b1;
				end
			end
			st_ready <= 1'b1;
		end
		2'h2:
		begin
			st_ready <= 0;
			if (bus_out_finish_clk_st)
				st_fsm <= 2'h0;
			st_in_finish <= 0;
		end
		default:
		begin
			st_fsm <= st_fsm;
			cnt_st_valid <= 0;
			st_ready <= 0;
			bus_reg0 <= 0;
			bus_reg1 <= 0;
			st_in_finish <= 0;
		end
		endcase
	end
end
logic st_in_finish_clk_bus, st_in_finish_r1, st_in_finish_r0, st_in_finish_clk_st;
always@(posedge clk_bus)
begin
	st_in_finish_clk_bus <= st_in_finish_r1;
	st_in_finish_r1 <= st_in_finish_r0;
	st_in_finish_r0 <= st_in_finish;
end
reg [1:0] 		bus_fsm;
reg [7:0]	cnt_bus_fsm_2;
reg [1:0]	cnt_bus_fsm;
always@(posedge clk_bus)
begin
	if (!rst_n)
	begin
		bus_fsm <= 0;
		bus_en <= 0;
		bus_out_finish <= 0;
		cnt_bus_fsm_2 <= 0;
		cnt_bus_fsm <= 0;
	end
	else
	begin
		case(bus_fsm)   
		2'h0:
		begin
			if (st_in_finish_clk_bus)
				bus_fsm <= 2'h1;
			bus_en <= 0;
			bus_out_finish <= 0;
			cnt_bus_fsm <= 0;
			cnt_bus_fsm_2 <= 0;
		end
		2'h1:
		begin
			if (bus_ready)
			begin
				cnt_bus_fsm <= (cnt_bus_fsm == 2'h2) ? 2'd0 : (cnt_bus_fsm + 2'd1);
				if (cnt_bus_fsm == 2'h2)
				begin
					bus_fsm <= 2'h2;
				end
				if (cnt_bus_fsm == 2'h1)
				begin
					bus_data <= bus_reg0;
					bus_en <= 1'b1;
				end
				if (cnt_bus_fsm == 2'h2)
				begin
					bus_data <= bus_reg1;
					bus_en <= 1'b1;
				end
			end
			bus_out_finish <= 0;
		end
		2'h2:
		begin
			bus_en <= 0;
			if (cnt_bus_fsm_2 == 8'd25)
			begin
				cnt_bus_fsm_2 <= 0;
				bus_fsm <= 2'd0;
			end
			else
			begin
				cnt_bus_fsm_2 <= cnt_bus_fsm_2 + 8'd1;
			end
			bus_out_finish <= 1'b1;
		end
		default:
		begin
			bus_fsm <= bus_fsm;
			bus_en <= 0;
			bus_out_finish <= 0;
			cnt_bus_fsm_2 <= 0;
			cnt_bus_fsm <= 0;
		end 
		endcase
	end
end
endmodule
```

==> reports/metrics.yaml <==
flow_run:
  drv_cap: 0
  warning_count: 44
grt:
  met1_usage_pct: 26.4
  globalRouteOverflowTotal: 0
  track_usage_pct: 18.3
  antenna_found_initial: 6
  grt_pass1_vias: 43900
  grt_max_degree: 166
  grt_pass1_wl_mm: 283
  grt.busiest_layer: "met2"
  grt_use_met3_pct: 4.62
  grtUsageMet2_pct: 27.6
synthesis:
  edf_count: 512
  ys_types: 46
  syn_avg_cell_area_sq_um: 10.7
  ys_cells: 5802
  yosysSeqAreaShare_pct: 59.0
  synth-main-ff-cell: "dfxtp_1"
  synth_flops: 1573
  syn_area_sq_um: 62100
  ys_warn_count: 1
  ys_top_cells_by_area: "dfxtp_1 34%, edfxtp_1 25%, a21boi_1 11%"
  synth_cells: 5802
  synth_top_area_share_pct: 34.2
  ys_area_sq_um: 62100
  async_flop_share_pct: 0
  synth_area_leader_cell: "dfxtp_1"
  top_cells_by_count: "1061 x dfxtp_1, 1042 x nand2_1, 1037 x nand3_1"
  synth_top_cell_by_count: "dfxtp_1"
worst_setup_path:
  r2r-start: "cnt_bus_fsm[0]"
  startpoint: "st_valid"
  end_kind: "register"
  worst_ep_required_time_ns: 123.76
  startpoint_type: "input pin"
  path_max_fanout: 60
  cp.arrival_ns: 28.56
  worstSetupPathType: "input pin to register"
clocking:
  cts_tree: "done"
  cts_resized: 0
  cts_sinks: 1573
  clk_pin_slew_ns: 0.06
  hold_buffers: 0
  post-cts-setup-buffers: 0
final_layout:
  drive_gt1_share_pct: 14.6
  syn2layout_area_growth_pct: 22.1
  fillers: 19500
route:
  antenna_left: 0
  wirelength_mm: 188
  vias: 44700
  detail_route.wl_per_cell_um: 21.0
  via_per_inst: 5.01
  drc_errors: 0
  first_iter_violations: 3094
  dr.pass1.iters: 5
placed_design:
  dpl.hpwl_mm: 111
  place.gp.congestion: 0.864
  io_buffers: 525
timing:
  rsz0062_at_grt: "false"
  tightest_slew_ns: 0.883
  slew_headroom_pct: 41.1
  finalHoldViolations: 0
  worst_clock_skew_ns: 0.0315
  finalSetupViolations: 0
  maxSlewViolCount: 0
  tns_ns: 0
floorplan:
  die_w_um: 457
  fp-utilization_pct: 30.3
  dieArea_sq_um: 209000
  core_sq_um: 205000
  rows: 166
  io_pins: 529
  dieHeight_um: 457
hold_path:
  hold_path.class: "register to register"
  min-delay-start: "bus_out_finish"
power:
  p_total_w: 0.00115
  ir_worst_vdd_v: 0.0000180
  powerDensity_nw_per_um2: 15.2
  p_leak_nw: 25.6
outcome:
  status: "completed"
## path summary, 6_finish.rpt
path,to,slack (ns),cells after the start
setup / recovery,bus_reg0[237],95.20,9
hold / removal,bus_out_finish_r0,0.27,0
setup reg to reg,bus_data[289],118.03,8
hold reg to reg,bus_out_finish_r0,0.27,0
max in group clk0,bus_data[192],95.39,5
min in group clk0,st_in_finish_clk_bus,0.33,0
## per-stage QoR
step	worst slack [ns]	area (sq um)	utilization (%)	instances	hold WS (ns)
finish	95.20	75800	36.9	8936	0.274
global route	95.09	75800	36.9	8936	0.285
CTS	95.33	75800	36.9	8934	0.274
detailed placement	94.50	69200	33.7	8580	0.312
global placement	94.49	69200	33.7	8580	0.311
floorplan	86.00	62100	-	5802	0.310
## sequential cells by signal, summed over array words and instances (netlist names), 2 cells and up
register	flops
cnt_st_valid	8
bus_data	512
cnt_bus_fsm	2
cnt_bus_fsm_2	8
bus_reg0	512
st_fsm	3
bus_fsm	3
bus_reg1	512
## report_power, final
part           internal, W  leakage (nW)  total (W)  switching (W)
clock             0.000355          3.22   0.000603       0.000248
combinational   0.00000612          8.48  0.0000175      0.0000114
sequential        0.000533          13.9   0.000533    0.000000598
## layout by cell type (no fill, tap or decap), types with 23 or more instances in the layout
cell type	synthesis	routed
edfxtp_1	512	512
clkbuf_1	279	38
buf_4	2	76
clkbuf_16	0	201
a21boi_1	895	895
clkdlybuf4s50_1	0	525
nand2_1	1042	1042
dfxtp_1	1061	1058
mux2_2	512	512
a21boi_0	133	133
nand3_1	1037	1037
clkbuf_8	0	23
clkinv_2	0	28
## worst max-delay path, cell delays in order
cell	delay (ns)
clkdlybuf4s50_1	0.54
inv_2	0.13
a211oi_4	0.28
buf_4	0.64
buf_4	0.53
buf_4	0.66
buf_4	0.63
nand3_1	0.19
a21boi_1	0.18
## routing by layer
metal / share of wire (%) / routed length [um]
met2: 46 / 86500
met1: 43 / 81100
met4: 4.2 / 7830
met5: 0.014 / 27
met3: 6.5 / 12200
## final cells by class
| cell class | count | area, sq um | area share (%) |
|---|---|---|---|
| Sequential cell | 1573 | 36600 | 48.3 |
| Multi-Input combinational cell | 3703 | 23200 | 30.7 |
| Timing Repair Buffer | 608 | 5970 | 7.87 |
| Clock buffer | 262 | 5490 | 7.24 |
| Tap cell | 2688 | 3360 | 4.44 |
| Clock inverter | 92 | 1100 | 1.45 |
| Inverter | 8 | 30.0 | 0.0396 |
| Antenna cell | 2 | 5.00 | 0.00660 |
## cells by family (layout without fill, tap and decap cells)
kind of cell / Yosys count / after routing / share of synthesized area [%]
fa+ha+maj: 6 / 6 / 0.121
buf+inv: 526 / 970 / 3.66
simple gates: 2123 / 2123 / 15.1
flops: 1573 / 1573 / 59.0
compound gates: 1056 / 1056 / 12.8
mux: 514 / 514 / 9.32
xor+xnor: 4 / 4 / 0.0564
other cells: 0 / 2 / 0
Power and IR drop assume default switching activity.
