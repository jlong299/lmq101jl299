<file path="design/flow/design.v">
module st2CL_afterAFU #(parameter   
		CL =512,   
		CL_HEAD =16,   
		CL_PAYLOAD =496,  
		ST2 =8,  
		MaxNumOfST_inCL = 10'd41,    
		w_len_CLHead =10  
	)
	(
	input 					rst_n_sync,   
	input 					clk,    
	output reg				sink_ready,
	input [ST2-1 : 0]		sink_data,
	input 	 				sink_valid,
	input 	 				sink_sop,
	input 	 				sink_eop,
	input					source_ready, 	
	output reg				ff_wrreq, 		
	output wire [CL-1:0] 	ff_data,  		
	output reg				ff_wr_finish   
	);
reg [1:0] 	fsm ;
reg [9:0] 	NumOfST_inCL;
reg 		sink_sop_delay;
reg [9:0] 	NumOfST_eop;
reg [CL-1+ST2:0] 			ff_data_PDOFI;  
assign 	ff_data = ff_data_PDOFI[CL-1+ST2:ST2];
always@(posedge clk)
begin
	if (!rst_n_sync)
	begin
		fsm <= 0;
		sink_ready <= 0;
	end
	else
	begin
		case (fsm)
		2'd0:
		begin
			fsm <= (source_ready) ? 2'd1 : 2'd0;
			sink_ready <= (source_ready) ? 1'b1 : 1'b0;
		end
		2'd1:
		begin
			fsm <= (sink_eop) ? 2'd2 : 2'd1;
			sink_ready <= (sink_eop) ? 1'b0 : 1'b1;
		end
		2'd2:
		begin
			fsm <= (ff_wr_finish) ? 2'd0 : 2'd2;
			sink_ready <= 1'b0;
		end
		default:
		begin
			fsm <= 0;
			sink_ready <= 1'b0;
		end
		endcase
	end
end
always@(posedge clk)
begin
	if (!rst_n_sync)
	begin
		NumOfST_inCL <= 10'd0;
		ff_wr_finish <= 0;
		ff_data_PDOFI <= 0;
		ff_wrreq <= 0;
		sink_sop_delay <= 0;
		NumOfST_eop <= 0;
	end
	else
	begin
		if (fsm==2'd1 && sink_valid==1'b1)
			NumOfST_inCL <= (NumOfST_inCL== MaxNumOfST_inCL-1) ? 10'd0 : NumOfST_inCL+10'd1;
		else if (fsm==2'd2 && NumOfST_inCL !=10'd0)
			NumOfST_inCL <= (NumOfST_inCL== MaxNumOfST_inCL-1) ? 10'd0 : NumOfST_inCL+10'd1;
		else
			NumOfST_inCL <= 10'd0;
		ff_wr_finish <= (fsm==2'd2 && NumOfST_inCL==10'd0) ? 1'b1 : 1'b0;
		if (fsm==2'd1 && sink_valid==1'b1)
		begin
			ff_data_PDOFI[ST2*MaxNumOfST_inCL-1+ST2 : ST2*MaxNumOfST_inCL-ST2+ST2] <= sink_data;
			ff_data_PDOFI[ST2*MaxNumOfST_inCL-ST2-1+ST2 : 0] <= ff_data_PDOFI[ST2*MaxNumOfST_inCL-1+ST2 : ST2];
			ff_data_PDOFI[CL_PAYLOAD-1+ST2 : ST2*MaxNumOfST_inCL+ST2] <= 0;
		end
		else if (fsm==2'd2 && NumOfST_inCL !=10'd0)
		begin
			ff_data_PDOFI[ST2*MaxNumOfST_inCL-1+ST2 : ST2*MaxNumOfST_inCL-ST2+ST2] <= 0;
			ff_data_PDOFI[ST2*MaxNumOfST_inCL-ST2-1+ST2 : 0] <= ff_data_PDOFI[ST2*MaxNumOfST_inCL-1+ST2 : ST2];
			ff_data_PDOFI[CL_PAYLOAD-1+ST2 : ST2*MaxNumOfST_inCL+ST2] <= 0;
		end
		else
			ff_data_PDOFI[CL_PAYLOAD-1+ST2:0] <= 0;
		if (MaxNumOfST_inCL==10'd1)
			ff_wrreq <= sink_valid;
		else
			ff_wrreq <= (NumOfST_inCL== MaxNumOfST_inCL-1) ? 1'b1 : 1'b0;
		if (MaxNumOfST_inCL==10'd1)
			ff_data_PDOFI[CL-5+ST2] <= sink_sop;
		else if (sink_sop_delay==1'b1 && NumOfST_inCL== MaxNumOfST_inCL-1)
			ff_data_PDOFI[CL-5+ST2] <= 1'b1;
		else
			ff_data_PDOFI[CL-5+ST2] <= 1'b0;
		if (sink_sop)			
			sink_sop_delay <= 1'b1;
		else if (NumOfST_inCL== MaxNumOfST_inCL-1)
			sink_sop_delay <= 1'b0;
		else
			sink_sop_delay <= sink_sop_delay;
		if (MaxNumOfST_inCL==10'd1)
			ff_data_PDOFI[CL-6+ST2] <= sink_eop;
		else if ( (sink_eop==1'b1 || fsm==2'd2) && NumOfST_inCL== MaxNumOfST_inCL-1)
			ff_data_PDOFI[CL-6+ST2] <= 1'b1;
		else 
			ff_data_PDOFI[CL-6+ST2] <= 1'b0;
		if (MaxNumOfST_inCL==10'd1)
			ff_data_PDOFI[CL-1-CL_HEAD+w_len_CLHead+ST2 : CL-CL_HEAD+ST2] <= 10'd1;
		else if (NumOfST_inCL== MaxNumOfST_inCL-1)
			ff_data_PDOFI[CL-1-CL_HEAD+w_len_CLHead+ST2 : CL-CL_HEAD+ST2] <= (fsm==2'd1)? MaxNumOfST_inCL : NumOfST_eop;
		else
			ff_data_PDOFI[CL-1-CL_HEAD+w_len_CLHead+ST2 : CL-CL_HEAD+ST2] <= 0;
		NumOfST_eop <= (sink_eop) ? NumOfST_inCL+10'd1 : NumOfST_eop; 
	end
end
endmodule
</file>
<file path="design/flow/run.sh">
#!/bin/bash
# OpenROAD 26Q1-2900-gdf79404cd8, Yosys 0.63+post, stock flow scripts
make -C /OpenROAD-flow-scripts/flow DESIGN_CONFIG=/design/flow/config.mk WORK_HOME=/design/flow/orfs finish
</file>
<file path="design/flow/config.mk">
export PLATFORM = sky130hd
export DESIGN_NAME = st2CL_afterAFU
export DESIGN_NICKNAME = st2CL_afterAFU
export VERILOG_FILES = /design/flow/design.v
export SDC_FILE = /design/flow/constraint.sdc
export NUM_CORES = 4
export LEC_CHECK = 1
export CORE_AREA = 10 10 254 254
export DIE_AREA = 0 0 264 264
</file>
<file path="design/flow/constraint.sdc">
current_design st2CL_afterAFU

set clk_period 26.0
set clk_io_pct 0.2

create_clock -name clk0 -period $clk_period [get_ports {clk}]

set non_clock_inputs [all_inputs -no_clocks]
set_input_delay [expr $clk_period * $clk_io_pct] -clock clk0 $non_clock_inputs
set_output_delay [expr $clk_period * $clk_io_pct] -clock clk0 [all_outputs]
</file>
==> results.py <==
# Auto-generated metrics
metrics = {
    "timing": {
        "totalNegativeSetupSlack_ps": 0,
        "timing_hold_violations_final": 0,
        "period_minus_slack_ps": 9540,
        "final-setup-viol-count": 0,
        "number_of_pins_exceeding_their_max_slew_limit_in_the_final_report": 0,
        "grt_setup_unrepaired": "false",
        "worstMarginPinSlew_ps": 893,
        "layout_worst_path_cycle_share_pct": 36.7,
        "worst_slew_margin_rel_pct": 40.3,
        "final.setup_skew_ps": 9.63,
        "max_clock_freq_ghz": 0.105,
    },
    "logic_synthesis": {
        "top_cells_by_area": "sky130_fd_sc_hd__dfxtp_1 (61%), sky130_fd_sc_hd__nor3b_1 (20%), sky130_fd_sc_hd__buf_4 (11%)",
        "synth_adder_area_share_pct": 0.207,
        "synth.distinct_cells": 39,
        "synth_sequential_area_ratio_pct": 60.7,
        "async_flop_share_pct": 0,
        "synth.comb.largest_family": "simple AND/OR/NAND/NOR gates",
        "synthXorXnorAreaFrac_pct": 0.217,
        "ys_area_um2": 12100,
        "complex_gates_by_area_pct": 1.81,
        "synth_area_um2": 12100,
        "average_size_of_a_mapped_cell_um2": 11.5,
        "ys_cells": 1048,
        "ys_ff": 367,
        "ys_warn_count": 1,
        "biggest_area_consumer_among_synthesized_cells": "sky130_fd_sc_hd__dfxtp_1",
        "yosys-mux-area-fraction_pct": 0.0827,
        "simple_gate_share_pct": 22.8,
        "top_cell_area_share_pct": 60.7,
        "post_synth_inst_count": 1048,
        "edf_count": 0,
        "synth-main-ff-cell": "sky130_fd_sc_hd__dfxtp_1",
    },
    "global_route": {
        "grt_antenna_before_repair": 0,
        "m3_gr_usage_pct": 4.77,
        "grt.busiest_layer": "met2",
        "grt_start_max_net_pins": 132,
        "first_global_vias": 8283,
        "global_route.usage.met1_pct": 13.2,
        "grt_first_pass_wirelength_um": 55100,
        "grt_remaining_overflow": 0,
        "global_route.usage.met2_pct": 15.7,
        "grt_util_all_layers_pct": 10.2,
    },
    "critical_path": {
        "critPathCaptureType": "flip-flop",
        "cpMaxStageDelayCell": "sky130_fd_sc_hd__buf_4",
        "data_required_time_at_the_worst_endpoint_ps": 26390,
        "crit_path_start_kind": "input port",
        "worst-setup-path-type": "input port to flip-flop",
        "critical_path.reg2reg.startpoint": "NumOfST_inCL[0]$_SDFF_PN0_",
        "critical_path.most_common_cell": "sky130_fd_sc_hd__buf_4",
        "crit_path_start": "rst_n_sync",
        "max_incr_delay_on_cp_ps": 710,
        "maximum_fanout_encountered_on_the_critical_timing_path": 75,
        "worst_case_register_to_register_setup_slack_ps": 20940,
        "crit-reg2reg-capture": "ff_data[184]$_SDFF_PN0_",
        "path_cells": "clkdlybuf4s50_1 > a311o_1 > nor3_4 > buf_4 > buf_4 > buf_4 > buf_4 > buf_4 > nor3b_1",
        "timing.critical_path.arrival_ps": 9930,
        "worstRegToRegCells": 10,
        "crit_path_end": "ff_data[184]$_SDFF_PN0_",
    },
    "worst_hold_path": {
        "worst_hold_path_type": "flip-flop to flip-flop",
        "worstHoldPathCells": 2,
    },
    "floorplan": {
        "die-area_um2": 69700,
        "core_area_um2": 59000,
        "die_extent_in_x_um": 264,
        "floorplan.core_util_pct": 20.5,
        "fp-row-count": 89,
        "die-height_um": 264,
        "top_level_i_o_count": 529,
    },
    "power": {
        "pd_cells_nw_per_um2": 67.1,
        "report.power.total_mw": 1.14,
        "ir_drop_mv": 0.0472,
        "p_leak_nw": 5.77,
    },
    "clock_network": {
        "post_cts.resized_instances": 0,
        "clock_tree.root_cell": "sky130_fd_sc_hd__clkbuf_16",
        "ctsHtreeMaxLevel": 2,
        "post_cts_hold_buffer_count": 0,
        "cts_sinks": 367,
        "number_of_buffers_inserted_during_clock_tree_synthesis": 39,
        "tritoncts": "yes",
        "cts.clk_slew.worst_paths_ps": 60,
        "clkLatencyLatePin_ps": 540,
        "post_cts_buffers": 0,
        "clock_path_buffers": 3,
    },
    "layout": {
        "syn2layout_area_growth_pct": 40.7,
        "ratio_of_cells_with_drive_above_1_in_the_final_layout_pct": 5.92,
        "final_cell_mix": "sky130_fd_sc_hd__dfxtp_1 (367), sky130_fd_sc_hd__clkdlybuf4s50_1 (356), sky130_fd_sc_hd__nor3b_1 (324)",
        "highest_count_logic_cell_in_the_final_layout": "sky130_fd_sc_hd__dfxtp_1",
    },
    "detailed_routing": {
        "dr.pass1.iters": 4,
        "drc_errors": 0,
        "first_iter_violations": 430,
        "num_vias": 8010,
        "avgRoutedWirePerCell_um": 17.1,
        "ant_nets": 0,
        "routed_wirelength_um": 37300,
        "vias_per_cell": 3.68,
    },
    "flow_run": {
        "openroad.warnings": 29,
        "maxCapViolCount": 0,
    },
    "placed_design": {
        "hpwl_um": 27600,
        "finalWeightedCongestion": 0.851,
        "io_buffer_count": 356,
    },
    "run_status": {
        "status": "complete, no violations",
    },
}
==> layer usage <==
metal / share of wire (%) / vias to the layer above
li1: - / 3847
met4: 2.2 / 0
met3: 11 / 52
met1: 42 / 3757
met5: 0 / -
met2: 45 / 354
==> report_power, final <==
part,total [mW],switching [mW],internal [mW]
sequential,0.565,0.00141,0.564
clock,0.553,0.225,0.328
combinational,0.0231,0.0181,0.00493
==> critical path: cells and delay by family <==
kind / cells / cell delay [ps]
AOI/OAI and AO/OA: 1 / 490
buffers and inverters: 6 / 3810
and+or+nand+nor: 2 / 250
==> cells in the mapped netlist (2+ instances only) <==
library cell                 n
sky130_fd_sc_hd__inv_1       8
sky130_fd_sc_hd__nor2_1     14
sky130_fd_sc_hd__nor3b_2     4
sky130_fd_sc_hd__nor3_1      4
sky130_fd_sc_hd__clkbuf_1   43
sky130_fd_sc_hd__or4_1       2
sky130_fd_sc_hd__buf_6       2
sky130_fd_sc_hd__ha_1        2
sky130_fd_sc_hd__nand2b_1    2
sky130_fd_sc_hd__nand3_1     4
sky130_fd_sc_hd__buf_4     172
sky130_fd_sc_hd__nand4_1     2
sky130_fd_sc_hd__o31ai_1     3
sky130_fd_sc_hd__xor2_1      2
sky130_fd_sc_hd__o21ai_0     8
sky130_fd_sc_hd__and3_1      2
sky130_fd_sc_hd__and2_1      8
sky130_fd_sc_hd__nand2_1     5
sky130_fd_sc_hd__a211oi_1    9
sky130_fd_sc_hd__a21oi_1     5
sky130_fd_sc_hd__or3_1       3
sky130_fd_sc_hd__a31oi_1     5
sky130_fd_sc_hd__buf_2      34
sky130_fd_sc_hd__nor3b_1   324
sky130_fd_sc_hd__dfxtp_1   367
==> cells by family after synthesis <==
| logic type | count (synthesis) |
|---|---|
| xor gates and xnor gates | 3 |
| DFF | 367 |
| AOI/OAI and AO/OA | 33 |
| other | 1 |
| muxes | 1 |
| buffers and inverters | 262 |
| adders and majority gates | 2 |
| and+or+nand+nor | 379 |
==> final cells by class <==
cell class	instances	area, µm²
diodes	4	10.0
flip-flops and latches	367	7350
inverters	8	30.0
fillers	5970	42000
multi-input cells	590	3700
well taps	773	967
clock buffers	54	1140
repair buffers	371	3690
clock inverters	11	129
==> state kept, by name, indices dropped and copies added (netlist names) <==
name            flops
ff_wr_finish        1
sink_sop_delay      1
NumOfST_inCL       10
NumOfST_eop        10
fsm                 3
ff_data           340
ff_wrreq            1
sink_ready          1
==> per-stage QoR <==
step | worst slack, ps | area (µm²) | util, % | hold slack [ps] | instances
after floorplan | 19340 | 12700 | - | 409 | 1219
after global placement | 16020 | 15700 | 26.7 | 422 | 2109
after detailed placement | 15970 | 15700 | 26.7 | 423 | 2109
after CTS | 16530 | 17000 | 28.8 | 432 | 2174
after global routing | 16130 | 17000 | 28.8 | 454 | 2174
final | 16460 | 17000 | 28.8 | 428 | 2178
==> how the worst min path moves through the flow <==
stage / start / endpoint / slack, ps
4_1_cts: sink_sop_delay$_SDFFE_PN0P_ / ff_data[507]$_SDFF_PN0_ / 430
5_1_grt: sink_sop_delay$_SDFFE_PN0P_ / ff_data[507]$_SDFF_PN0_ / 450
6_report: sink_sop_delay$_SDFFE_PN0P_ / ff_data[507]$_SDFF_PN0_ / 430
No activity file was given, so power comes from the tool's default toggle rates.
